==> /design/flow/config.mk <==
export PLATFORM = sky130hd
export DESIGN_NAME = fnd_decoder
export DESIGN_NICKNAME = fnd_decoder
export VERILOG_FILES = /design/flow/design.v
export SDC_FILE = /design/flow/constraint.sdc
export NUM_CORES = 4
export LEC_CHECK = 1
export CORE_AREA = 10 10 70 70
export DIE_AREA = 0 0 80 80
==> /design/flow/constraint.sdc <==
current_design fnd_decoder

set clk_period 1.3
set clk_io_pct 0.2

create_clock -name clk0 -period $clk_period

set non_clock_inputs [all_inputs -no_clocks]
set_input_delay [expr $clk_period * $clk_io_pct] -clock clk0 $non_clock_inputs
set_output_delay [expr $clk_period * $clk_io_pct] -clock clk0 [all_outputs]
==> /design/flow/design.v <==
`timescale 1ps/1ps
module fnd_decoder (
    clk,
    n_rst,
    soc_int,
    fnd_out_10,
    fnd_out_1
);
    input clk, n_rst;
    input [7:0] soc_int;
    output reg [6:0] fnd_out_1;
    output reg [6:0] fnd_out_10;
always@(*)
		case(soc_int[7:4])
			4'h0 : fnd_out_10 = 7'b100_0000;
			4'h1 : fnd_out_10 = 7'b111_1001;
			4'h2 : fnd_out_10 = 7'b010_0100;
			4'h3 : fnd_out_10 = 7'b011_0000;
			4'h4 : fnd_out_10 = 7'b001_1001;
			4'h5 : fnd_out_10 = 7'b001_0010;
			4'h6 : fnd_out_10 = 7'b000_0011;
			4'h7 : fnd_out_10 = 7'b101_1000;
			4'h8 : fnd_out_10 = 7'b000_0000;
			4'h9 : fnd_out_10 = 7'b001_1000;
			4'ha : fnd_out_10 = 7'b000_1000;
			default : fnd_out_10 = 7'b100_0000; 
		endcase
always@(*)
		case(soc_int[3:0])
			4'h0 : fnd_out_1 = 7'b100_0000;
			4'h1 : fnd_out_1 = 7'b111_1001;
			4'h2 : fnd_out_1 = 7'b010_0100;
			4'h3 : fnd_out_1 = 7'b011_0000;
			4'h4 : fnd_out_1 = 7'b001_1001;
			4'h5 : fnd_out_1 = 7'b001_0010;
			4'h6 : fnd_out_1 = 7'b000_0011;
			4'h7 : fnd_out_1 = 7'b101_1000;
			4'h8 : fnd_out_1 = 7'b000_0000;
			4'h9 : fnd_out_1 = 7'b001_1000;
			default : fnd_out_1 = 7'b100_0000; 
		endcase
endmodule
==> /design/flow/run.sh <==
#!/bin/bash
# OpenROAD 26Q1-2900-gdf79404cd8, Yosys 0.63+post, stock flow scripts
make -C /OpenROAD-flow-scripts/flow DESIGN_CONFIG=/design/flow/config.mk WORK_HOME=/design/flow/orfs finish
==> flow_metrics.py <==
# Generated from Yosys and OpenROAD reports
metrics = {
    "run_status": {
        "run_status": "finished, violations left",
        "violations": "negative setup slack",
    },
    "power": {
        "leakagePower_nw": 0.356,
        "switching_share_pct": 42.7,
        "peakVddDrop_mv": 0.100,
        "p_sw_uw": 96.4,
        "p_int_uw": 130,
        "powerDensity_nw_per_um2": 269,
        "finalPower_uw": 226,
        "pwr-share-comb_pct": 100.0,
        "seqPwrFrac_pct": 0,
        "clkPwrFrac_pct": 0,
    },
    "sta": {
        "clock.fmax_ghz": 0.762,
        "maxSlewViolCount": 0,
        "timing.slew.headroom_pct": 84.3,
        "fin_crit_sh_pct": 101,
        "hold_violations": 0,
        "fin_ws_ps": -12.9,
        "setup_violations": 2,
        "rsz0062_at_grt": "true",
        "tightest_slew_ps": 236,
        "period_minus_slack_ps": 1310,
    },
    "logic_synthesis": {
        "ys_cells": 48,
        "yosys_area_um2": 344,
        "synthesis.area_per_instance_um2": 7.17,
        "yosysWarnings": 1,
        "common_cells": "ha_1 (10), inv_1 (6), nor2_1 (6)",
        "yosys.area.top_type_share_pct": 36.4,
        "synthCells": 48,
        "synth.most_common_cell": "ha_1",
        "yosys.cell_types.count": 19,
        "syn_area_um2": 344,
        "yosys-top-cells-area": "ha_1 (36%), mux2i_1 (8.7%), inv_1 (6.5%), nor2_1 (6.5%), nor3b_1 (6.5%)",
        "ys_seq_share_pct": 0,
        "synth_area_leader_cell": "ha_1",
    },
    "global_routing": {
        "grt_antenna_before_repair": 0,
        "grt_first_pass_wirelength_um": 2050,
        "grtUsageTotal_pct": 3.74,
        "grt_pass1_vias": 444,
        "grt_overflow": 0,
        "grt_max_degree": 11,
    },
    "detailed_routing": {
        "viasPerCell": 3.57,
        "wl_per_cell_um": 10.0,
        "vias": 446,
        "num_antenna_cells": 0,
        "route.antenna.remaining_nets": 0,
        "first_pass_iters": 3,
        "drtIter0Drc": 2,
        "drcViolationCount": 0,
        "routed_wl_um": 1260,
    },
    "layout": {
        "seqCellArea_um2": 0,
        "clkbuf_count": 0,
        "area_growth_pct": 144,
        "fin_cells": 125,
        "drive_gt1_share_pct": 69.6,
        "finish.utilization_pct": 24.6,
        "flops": 0,
    },
    "worst_hold_path": {
        "hp-class": "in2out",
    },
    "worst_setup_path": {
        "crit_arrival_ps": 1050,
        "cp_max_fo": 4,
        "path_class": "in2out",
        "start_kind": "primary input",
        "required_ps": 1040,
        "end_kind": "output pin",
    },
    "cts": {
        "hold_buffers": 0,
    },
    "job": {
        "warnings": 44,
        "cap_viol_max_count": 0,
    },
    "floorplan": {
        "core_um2": 3420,
        "fp.dieH_um": 80,
        "die-area_um2": 6400,
        "fp_util_pct": 10.1,
        "die_w_um": 80,
        "row_count": 21,
        "pin_count": 24,
    },
    "placement": {
        "gp_congestion": 0.812,
        "port_buffers": 22,
        "hpwl_um": 938,
        "dp_cells": 121,
    },
}
[layout by cell type (no fill, tap or decap), drive strengths merged]
| cell type | count |
|---|---|
| nand3b | 1 |
| a21oi | 2 |
| dlygate4sd2 | 2 |
| a2bb2oi | 1 |
| o31ai | 1 |
| mux2i | 3 |
| o211ai | 1 |
| a211oi | 2 |
| clkbuf | 1 |
| nand2 | 1 |
| buf | 27 |
| inv | 7 |
| clkdlybuf4s15 | 4 |
| o21ai | 3 |
| nor3b | 3 |
| nand2b | 1 |
| nor3 | 2 |
| ha | 10 |
| nor2 | 6 |
| o22ai | 1 |
[worst max-delay path, stage by stage]
cell      delay [ps]
buf_8            100
buf_8            120
ha_4             150
o211ai_1         200
o31ai_2           90
buf_2            120
[stage by stage]
step	setup TNS [ps]	setup WS [ps]	cell area (um2)	hold WS, ps
after floorplan	0	259	344	534
after global placement	-10340	-872	662	1590
after detailed placement	-10310	-872	662	1590
after CTS	-11.7	-11.5	773	874
after global routing	-145	-60.6	840	833
final	-21.2	-12.9	840	814
[power by group through the flow]
stage | sequential [mW] | clock, mW | combinational [mW]
4_1_cts | 0 | 0 | 0.199
6_report | 0 | 0 | 0.226
5_1_grt | 0 | 0 | 0.251
[path summary, 6_finish.rpt]
check | start | to | cells after the start
min | soc_int[6] | fnd_out_10[5] | 3
max | soc_int[4] | fnd_out_10[3] | 6
[logic make-up after synthesis]
logic type	Yosys count	synth area share [%]
simple gates	14	21.1
buf+inv	10	13.5
compound gates	11	20.4
fa+ha+maj	10	36.4
mux	3	8.73
[per-layer routing]
metal / vias to the layer above / global-route usage, % / part of all wire, %
met1: 200 / 4.75 / 46
li1: 229 / - / -
met4: 0 / 0 / 0
met5: - / 0 / 0
met2: 17 / 6.02 / 42
met3: 0 / 1.70 / 12
[layout make-up]
type,count,area (um2)
inverter,7,36.3
tap,46,57.6
multi-input combinational,38,443
fill,363,2580
timing repair buffer,34,303
[repair_timing]
action / in CTS / in global routing
gates cloned: 0 / 0
buffers inserted: 4 / 0
gates resized: 100 / 22
setup endpoints to repair: 14 / 11
pin swaps: 15 / 5
Power and IR drop assume default switching activity.
