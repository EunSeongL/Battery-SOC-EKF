File: config.mk
export PLATFORM = sky130hd
export DESIGN_NAME = soc_decoder
export DESIGN_NICKNAME = soc_decoder
export VERILOG_FILES = /design/flow/design.v
export SDC_FILE = /design/flow/constraint.sdc
export NUM_CORES = 4
export LEC_CHECK = 1
export CORE_AREA = 10 10 73 73
export DIE_AREA = 0 0 83 83
File: constraint.sdc
current_design soc_decoder

set clk_period 1.0
set clk_io_pct 0.2

create_clock -name clk0 -period $clk_period [get_ports {clk}]

set non_clock_inputs [all_inputs -no_clocks]
set_input_delay [expr $clk_period * $clk_io_pct] -clock clk0 $non_clock_inputs
set_output_delay [expr $clk_period * $clk_io_pct] -clock clk0 [all_outputs]
File: design.v
`timescale 1ps/1ps
module soc_decoder (
    clk,
    n_rst,
    soc_int,
    soc_int_fnd
);
    input clk;
    input n_rst;
    input [6:0] soc_int;
    output [7:0] soc_int_fnd;
reg [3:0] soc_fnd_10, soc_fnd_1;
always @(posedge clk or negedge n_rst) begin
    if (!n_rst) begin
        soc_fnd_10 <= 4'h0;
        soc_fnd_1 <= 4'h0;
    end
    else begin
        if (soc_int == 7'h64) begin  
            soc_fnd_10 <= 4'ha;
            soc_fnd_1 <= 4'h0;
        end
        else if ((soc_int <= 7'h63) && (soc_int >= 7'h5a)) begin  
            soc_fnd_10 <= 4'h9;
            soc_fnd_1 <= soc_int - 7'h5a;
        end
        else if ((soc_int <= 7'h59) && (soc_int >= 7'h50)) begin  
            soc_fnd_10 <= 4'h8;
            soc_fnd_1 <= soc_int - 7'h50;
        end
        else if ((soc_int <= 7'h4f) && (soc_int >= 7'h46)) begin  
            soc_fnd_10 <= 4'h7;
            soc_fnd_1 <= soc_int - 7'h46;
        end
        else if ((soc_int <= 7'h45) && (soc_int >= 7'h3c)) begin  
            soc_fnd_10 <= 4'h6;
            soc_fnd_1 <= soc_int - 7'h3c;
        end
        else if ((soc_int <= 7'h3b) && (soc_int >= 7'h32)) begin  
            soc_fnd_10 <= 4'h5;
            soc_fnd_1 <= soc_int - 7'h32;
        end
        else if ((soc_int <= 7'h31) && (soc_int >= 7'h28)) begin  
            soc_fnd_10 <= 4'h4;
            soc_fnd_1 <= soc_int - 7'h28;
        end
        else if ((soc_int <= 7'h27) && (soc_int >= 7'h1e)) begin  
            soc_fnd_10 <= 4'h3;
            soc_fnd_1 <= soc_int - 7'h1e;
        end
        else if ((soc_int <= 7'h1d) && (soc_int >= 7'h14)) begin  
            soc_fnd_10 <= 4'h2;
            soc_fnd_1 <= soc_int - 7'h14;
        end
        else if ((soc_int <= 7'h13) && (soc_int >= 7'h0a)) begin  
            soc_fnd_10 <= 4'h1;
            soc_fnd_1 <= soc_int - 7'h0a;
        end
        else if ((soc_int <= 7'h09) && (soc_int >= 7'h00)) begin  
            soc_fnd_10 <= 4'h0;
            soc_fnd_1 <= soc_int - 7'h00;
        end
        else begin
            soc_fnd_10 <= 4'h0;
            soc_fnd_1 <= 4'h0;
        end
    end
end
assign soc_int_fnd = {soc_fnd_10,soc_fnd_1};
endmodule
File: run.sh
#!/bin/bash
# OpenROAD 26Q1-2900-gdf79404cd8, Yosys 0.63+post, stock flow scripts
make -C /OpenROAD-flow-scripts/flow DESIGN_CONFIG=/design/flow/config.mk WORK_HOME=/design/flow/orfs finish
==> results.toml <==
# physical design summary
[global_route]
grt_start_max_net_pins = 24
grt_pass1_wl_mm = 7.99
grt_pass1_vias = 1617
gr-usage-all-layers_pct = 13.2
grt.overflow.total = 0
antenna_found_initial = 0

[status]
run_status = "finished, violations left"
violations = "negative setup slack"

[synthesis]
synth_area_sq_um = 1280
synth_flops = 8
ff_type = "dfrtp_1"
area_leaders = "dfrtp_1, ha_1, a21oi_1"
yosysWarnings = 1
ys_area_sq_um = 1280
edf_count = 0
synth_seq_share_pct = 15.7
yosys_cells = 168
ys_types = 54
postSynthAreaPerCell_sq_um = 7.60
syn_inst = 168
top_area_cell = "dfrtp_1"
async_reset_ff_share_pct = 100
synth_top_area_share_pct = 15.7

[die]
fp-utilization_pct = 34.1
die_h_um = 83
die_w_um = 83
core_area_sq_um = 3740
io_pins = 17
dieArea_sq_um = 6890
fp-row-count = 22

[sta]
maxSlewHeadroom_pct = 74.5
finalSetupViolations = 8
clock.fmax_ghz = 0.495
period_used_pct = 202
rsz0062_at_grt = "yes"
finalHoldViolCount = 0
worstMarginPinSlew_ns = 0.382
hold_ws_ns = 0.257
worst_slack_ns = -1.02
drv_slew = 0
min_period_ns = 2.02

[critical_path]
cp_cell_sequence = "buf_6, buf_8, inv_16, ha_4, or3b_4, a32o_2, a311oi_2, o31ai_2, a221oi_2, mux2_1"
cp-start-kind = "input port"
path_max_fanout = 2
cp.arrival_ns = 2.13
cp_slowest_stage_delay_ns = 0.37
setup.worst_path.end_class = "flop"
path_class = "in2reg"
crit_buf_inv = 3
crit_path_top_delay_cell = "or3b_4"
cp.required_ns = 1.10
cp_top_family = "AND-OR/OR-AND gates"

[cells_and_area]
finalNonFillerCells = 308
post_route_cells_drive_above_1_share_pct = 52.3
comb_area_sq_um = 1170
area_delta_synth_final_pct = 83.7
fillers = 310
fin_util_pct = 62.7
ff_latch_area_sq_um = 200
design_area_sq_um = 2350

[routing]
drc_errors = 0
first_pass_iters = 4
drt_iter0_markers = 179
vias = 1643
via_per_inst = 5.33
n_antenna_cell = 0
wl_per_cell_um = 15.4
drt-total-wl_mm = 4.74
antenna_left = 0

[clock_tree]
clk_pin_slew_worst_paths_ns = 0.04
cts_buffers = 3
cts_sinks = 8
h-tree-depth = 1
cts.root.buffer_cell = "clkbuf_8"
clk_path_buf_depth = 2
tritoncts = "built"

[placement]
routabilityCongestion = 0.965
io_buffers = 16
dp_cells = 292
dp_hpwl_mm = 3.80
placed_area_sq_um = 2080

[flow_run]
openroad.warnings = 35
drv_cap = 0

[power]
comb_power_share_pct = 54.5
seqPwrFrac_pct = 22.8
power.switching_uw = 537
ir_drop_mv = 0.940
clkPwrFrac_pct = 22.7
switching_share_pct = 32.6
p_int_uw = 1110
cellLeakagePower_uw = 0.00106
power.density_nw_per_um2 = 701

[hold_path]
hold_class = "in2async"
layer usage:
metal,wire length (um),vias to the layer above,track usage [%]
li1,-,830,-
met1,2350,755,20.0
met2,2040,51,19.9
met3,288,7,1.38
met4,61,0,1.69
met5,0,-,0
cell families (layout without fill, tap and decap cells):
kind of cell | after synthesis | after routing | share of synthesized area, %
compound gates | 62 | 62 | 36.9
xor+xnor | 2 | 2 | 1.37
simple gates | 68 | 68 | 30.1
buf+inv | 18 | 110 | 6.27
fa+ha+maj | 9 | 9 | 8.82
flops | 8 | 8 | 15.7
mux | 1 | 1 | 0.881
repair_timing:
item | in CTS | in global routing
resized | 64 | 10
endpoints found under the setup margin | 16 | 10
hold buffers | 0 | 0
buffers inserted | 13 | 1
pin swaps | 14 | 6
Yosys cell counts, drive strengths merged, types with 3 or more instances:
library cell,number
o21ai,8
buf,8
a31oi,3
a21oi,14
nor2,12
nor2b,7
o31ai,6
nand3,9
and2,3
a311oi,3
inv,8
nand3b,7
ha,9
nor3,5
nand2,11
a21o,3
dfrtp,8
registers in the layout, summed over array words and instances (netlist names):
| signal | cells |
|---|---|
| soc_fnd_1 | 4 |
| soc_fnd_10 | 4 |
placed cells by master (no fill, tap or decap), drive strengths merged, types with 8 or more instances in the layout:
cell,instances
a21oi,14
buf,85
dfrtp,8
ha,9
inv,8
nand2,11
nand3,9
nor2,12
o21ai,8
per-stage QoR:
stage | setup slack, ns | total power, uW | TNS, ns
after global placement | -1.68 | 1200 | -12.12
after floorplan | -0.946 | 760 | -4.75
final | -1.02 | 1650 | -6.31
after CTS | -1.10 | 1650 | -6.46
after detailed placement | -1.69 | 1200 | -12.10
after global routing | -1.10 | 1770 | -6.94
worst max-delay path by stage:
stage,cells after the start,slack (ns),from,to
after CTS,10,-1.10,soc_int[3],soc_fnd_1[1]
after global routing,10,-1.10,soc_int[3],soc_fnd_1[1]
final,10,-1.02,soc_int[3],soc_fnd_1[1]
layout make-up:
type,instances,share of cell area [%]
Timing Repair Buffer,99,34.7
Multi-Input combinational cell,142,50.1
Sequential cell,8,8.53
Inverter,8,2.40
Tap cell,48,2.56
Clock buffer,3,1.76
power by group through the flow:
stage / combinational [uW] / clock, uW / sequential (uW)
CTS: 887 / 384 / 376
global route: 976 / 413 / 380
finish: 898 / 373 / 375
Power is estimated from default activity; no workload was simulated.
