## /design/flow/design.v

```verilog
module div_d(
    clk,
    rst_n,
    M,
    Q,
    start,
    done,
    result_r,
    result_p
);
input clk,rst_n,start;
input signed [47:0] M,Q;
wire signed [47:0] si_M,si_Q;
output signed[47:0] result_r,result_p;
wire valid;
reg signed[97:0] total_Q;
reg [7:0] count;
output reg done;
wire r_done;
assign si_M=(valid==1'b1)?0:(M[47]==1)?~M+1:M;
assign si_Q=(valid==1'b1)?0:(Q[47]==1)?~Q+1:Q;
always @ (posedge clk or negedge rst_n)
begin
    if(!rst_n)
    begin   
        count <= 49;
    end
    else
    begin
        if (start ==1)
            count <= 49;
        else if(count<50 && count>0)
            count <= count-1'b1; 
    end
end
wire signed[97:0] a,sh_l;
always @ (posedge clk or negedge rst_n)
begin
    if(!rst_n)
    begin
        total_Q<=0;
    end
    else
        begin
        if(start==1)
        begin
            total_Q<={50'b0,si_Q};
        end
        else if (count<50 && count>0)
        begin
            if(a[97]==1'b1)
            begin
                total_Q<={sh_l[97:1],1'b0};
            end
            else
                total_Q<={a[97:1],1'b1};
        end
    end
end
assign sh_l={total_Q[96:0],1'b0};
assign a={sh_l[97:49]+(~si_M+1),sh_l[48:0]};
assign result_r=(count!=0)?0:
                ((Q[47]==0 && M[47]==0)||(Q[47]==0 && M[47]==1))?total_Q[96:49]:
                ((Q[47]==1 && M[47]==1)||(Q[47]==1 && M[47]==0))?~(total_Q[96:49])+1:0;
assign result_p=(count!=0)?0:
                ((Q[47]==1 && M[47]==1)||(Q[47]==0 && M[47]==0))?total_Q[47:0]:
                ((Q[47]==1 && M[47]==0)||(Q[47]==0 && M[47]==1))?~(total_Q[47:0])+1:0;
assign valid=(count!=0||start==1'b1)?1'b0:1'b1;
assign r_done = (count == 1) ? 1'b1 :1'b0;
always @ (posedge clk or negedge rst_n) begin
	if (!rst_n)
		done <= 1'b0;
	else
		done <= r_done;
end
endmodule 
`timescale 1ps/1ps
module K_alu #(
	parameter DW_1 = 48,
	parameter INT_1 = 0,
	parameter DW_2 = 48,
	parameter INT_2 = 0,
	parameter DW_B = 24,
	parameter INT_B = 0
)
(
	clk,
	n_rst,
	start,
	k1_up,
	k2_up,
	k_bottom,
	k_1,
	k_2,
	div_done
);
	parameter SIGN = 1;
	parameter D_WIDTH = 24;
	parameter FLT_1 = DW_1 - INT_1 - SIGN;  
	parameter FLT_2 = DW_2 - INT_2 - SIGN;  
	parameter FLT_B = DW_B - INT_B - SIGN;  
	input				clk, n_rst, start;
	input [DW_1-1:0]	k1_up;		 
	input [DW_2-1:0]	k2_up;		 
	input [DW_B-1:0]	k_bottom;	 
	output [D_WIDTH-1:0] k_1;		 
	output [D_WIDTH-1:0] k_2;		 
	output div_done;
	wire [47:0] t_k_bottom;		 
	wire [47:0] t_k_1;			 
	wire [47:0] t_k_2;			 
assign t_k_bottom = {k_bottom[23],{24{k_bottom[23]}},k_bottom[22:0]};
wire done_k1, done_k2;
div_d u_div_k_1(
    .clk(clk),
    .rst_n(n_rst),
    .M(t_k_bottom),
    .Q(k1_up),
    .start(start),
    .done(done_k1),
    .result_r(),
    .result_p(t_k_1)
);
div_d u_div_k_2(
    .clk(clk),
    .rst_n(n_rst),
    .M(t_k_bottom),
    .Q(k2_up),
    .start(start),
    .done(done_k2),
    .result_r(),
    .result_p(t_k_2)
);
wire [D_WIDTH-1:0] k_1_data;
assign k_1_data = {t_k_1[47],t_k_1[26:4]};
wire [D_WIDTH-1:0] k_2_data;
assign k_2_data = {t_k_2[47],t_k_2[23:1]};
assign k_1 = k_1_data;
assign k_2 = k_2_data;
assign div_done = ((done_k1 == 1'b1) && (done_k2 == 1'b1)) ? 1'b1 : 1'b0;
endmodule
```

## /design/flow/run.sh

```bash
#!/bin/bash
# OpenROAD 26Q1-2900-gdf79404cd8, Yosys 0.63+post, stock flow scripts
make -C /OpenROAD-flow-scripts/flow DESIGN_CONFIG=/design/flow/config.mk WORK_HOME=/design/flow/orfs finish
```

## /design/flow/config.mk

```make
export PLATFORM = sky130hd
export DESIGN_NAME = K_alu
export DESIGN_NICKNAME = K_alu
export VERILOG_FILES = /design/flow/design.v
export SDC_FILE = /design/flow/constraint.sdc
export NUM_CORES = 4
export LEC_CHECK = 1
export CORE_UTILIZATION = 50
```

## /design/flow/constraint.sdc

```tcl
current_design K_alu

set clk_period 12.1
set clk_io_pct 0.2

create_clock -name clk0 -period $clk_period [get_ports {clk}]

set non_clock_inputs [all_inputs -no_clocks]
set_input_delay [expr $clk_period * $clk_io_pct] -clock clk0 $non_clock_inputs
set_output_delay [expr $clk_period * $clk_io_pct] -clock clk0 [all_outputs]
```

==> out/results.ini <==
[status]
outcome = finished, final reports clean

[timing]
rsz0062_at_grt = false
fin_ws_ns = 3.48
setup_viol = 0
slew_headroom = 0.405
fmax_ghz = 0.116
tns_ns = 0
tightest_slew_ns = 0.883
hold_viol_final = 0
finalClockPeriodUsage = 0.713
fin_skew_ns = 0.0103
min_period_ns = 8.62
slew_violations = 0

[job]
tool_warnings = 32
drv_cap = 0

[synthesis]
edf_count = 0
synthArstFlopShare = 1.00
yosysSeqAreaShare = 0.279
ff_type = dfrtp_1
ys_cells = 2455
avgSynthCellArea_um2 = 7.75
synth_area_um2 = 19000
ys_types = 69
logic_family = AND-OR/OR-AND gates
mux_share = 0.0391
ys_warn_count = 1
ys_ff = 212
synth_chip_area_um2 = 19000
ys_sh_aoi = 0.237
ys_sh_xor = 0.113
simple_gate_share = 0.223
fa_ha_area_frac = 0.0719
synthCells = 2455

[clock_network]
cts_tree = built
numCtsBuffers = 28
ctsRootBufferMaster = clkbuf_16
path_clk_slew_ns = 0.06
ctsLongestPathBuffers = 3
cts_resized = 0
cts.sinks = 212
hold_buffers = 0
cts_setup_buffers = 0
clock_latency_ns = 0.57
htreeDepth = 1

[power]
p_switching_mw = 2.16
vdd_ir_drop_max_v = 0.000131
p_leak_nw = 9.62
seqPwrFrac = 0.258
p_per_area_nw_per_um2 = 212
combPwrFrac = 0.547
switching_share = 0.456
p_int_mw = 2.57
pwr-share-clk = 0.196

[global_routing]
grt-ovfl-total = 0
grt_usage = 0.287
grt_pass1_vias = 17400
grt_max_degree = 107
grt_pass1_wl_um = 88500
antenna_found_initial = 2

[layout]
mi_logic_area_um2 = 13200
register_area_um2 = 5310
finalNonFillerCells = 3124
drive_above_1_share = 0.0498
fin_area_um2 = 22300
syn2layout_area_growth_pct = 17.4
nFillCells = 3339

[worst_setup_path]
required_ns = 12.55
cp-start-kind = input port
worstSetupPathType = in2reg
setup.worst_path.end_class = register
critPathMaxFanout = 22
cp.arrival_ns = 9.07
reg2reg_depth = 19

[drt]
drt_first_iter_violations = 951
wirelength_um = 53200
drc = 0
wl_per_cell_um = 17.0
drt_pre_antenna_iters = 5
vias = 18300
ant_nets = 0
viasPerCell = 5.85

[placed_design]
placed_cells = 3071
globalplace.congestion = 0.923
io_buffers = 171
hpwl_um = 38000
placed_area_um2 = 21300
pre_cts_ws_ns = 2.89

[floorplan]
ios = 172
coreArea_um2 = 37600
fp_util = 0.506
die_area_um2 = 38800
fp.dieH_um = 197
die-width_um = 197
row_count = 71

[hold_path]
hold_depth = 2
hold_class = reg2reg

[logic make-up after synthesis]
logic type               Yosys count
AND-OR/OR-AND                    701
XOR/XNOR                         246
adder cells (fa/ha/maj)          108
buffers and inverters            180
flip-flops                       212
multiplexers                      74
other                              1
AND/OR/NAND/NOR                  933
[worst max-delay path, stage by stage]
cell and delay [ns]:
clkdlybuf4s50_1 0.46, or2_2 0.29, or4_1 0.43, or2_2 0.32, or3_1 0.38, or2_2 0.33
inv_1 0.06, nand2_1 0.08, o31ai_1 0.26, xnor2_1 0.18, nand2_1 0.08, ha_1 0.34
a21oi_1 0.24, o211ai_1 0.13, a21boi_0 0.27, a21oi_1 0.15, a211oi_1 0.50, o21ai_0 0.36
a31o_2 0.35, nor2_2 0.64, buf_4 0.39, nor4_1 0.07, a311o_1 0.33
[placed cells by master, fill, tap and decap left out, types with 15 or more instances in the layout]
master           instances
o21bai_1                17
buf_4                   25
nand2_1                419
nand3_1                 35
a21oi_1                157
a21o_1                  46
nor4_1                  38
xnor2_1                162
and3_1                  19
clkdlybuf4s50_1        169
conb_1                  48
or3_1                   30
or2_2                   18
nor2_1                 219
o21ai_0                191
nand2b_1                15
nand4_1                 31
dfrtp_1                206
a211oi_1                17
ha_1                   106
and2_1                  15
o41ai_1                 25
inv_1                   40
a311oi_1                56
o22ai_1                 17
xor2_1                  82
a31oi_1                 41
nor3_1                  35
clkbuf_16               28
mux2i_1                 72
o31ai_1                 37
or4_1                   17
[cell type report]
cell class,count,area share
clock buffer,33,0.0340
clock inverter,19,0.0125
sequential,212,0.238
inverter,41,0.00690
multi-input combinational,2110,0.593
timing repair buffer,197,0.0863
tap,511,0.0287
antenna,1,0.000112
[power groups by stage]
stage,clock (mW),combinational [mW],sequential [mW]
after global routing,0.974,2.90,1.26
after CTS,0.947,2.58,1.22
final,0.925,2.58,1.22
[registers in the layout (all words and copies together), names as in the netlist]
| name | count |
|---|---|
| u_div_k_2.done | 1 |
| u_div_k_1.done | 1 |
| u_div_k_2.count | 8 |
| u_div_k_1.total_Q | 97 |
| u_div_k_1.count | 8 |
| u_div_k_2.total_Q | 97 |
[metal layers]
| metal | vias to the layer above | global-route usage | wire length [um] |
|---|---|---|---|
| li1 | 9137 | - | - |
| met1 | 8606 | 0.419 | 24400 |
| met2 | 436 | 0.465 | 25000 |
| met3 | 89 | 0.0376 | 2540 |
| met4 | 2 | 0.0629 | 1250 |
| met5 | - | 0 | 13 |
[path summary, 6_finish.rpt]
check / from / endpoint / slack, ns
min: u_div_k_1.count[6]$_DFFE_PN0P_ / u_div_k_1.count[6]$_DFFE_PN0P_ / 0.49
max reg2reg: u_div_k_1.count[0]$_DFFE_PN1P_ / u_div_k_1.total_Q[49]$_DFFE_PN0P_ / 6.09
max: k_bottom[0] / u_div_k_1.total_Q[49]$_DFFE_PN0P_ / 3.48
min in group asynchronous: n_rst / u_div_k_1.total_Q[15]$_DFFE_PN0P_ / 1.73
max in group asynchronous: n_rst / u_div_k_2.total_Q[85]$_DFFE_PN0P_ / 8.67
min reg2reg: u_div_k_1.count[6]$_DFFE_PN0P_ / u_div_k_1.count[6]$_DFFE_PN0P_ / 0.49
[through the flow]
step,util,power [mW],hold WS (ns)
floorplan,-,3.17,0.463
global placement,0.566,3.77,0.484
detailed placement,0.566,3.79,0.483
CTS,0.594,4.74,0.498
global route,0.594,5.13,0.554
finish,0.594,4.73,0.492
[synthesized netlist by cell type, types with 17 or more instances]
cell | number | area share
a311oi_1 | 56 | 0.026
a21o_1 | 46 | 0.018
inv_1 | 40 | 0.0079
nand4_1 | 31 | 0.010
ha_1 | 106 | 0.070
buf_1 | 23 | 0.0045
a31oi_1 | 41 | 0.013
nand2_1 | 419 | 0.083
clkbuf_1 | 113 | 0.022
and3_1 | 21 | 0.0069
o21bai_1 | 17 | 0.0067
nor4_1 | 38 | 0.013
or4_1 | 17 | 0.0067
or3_1 | 30 | 0.0099
a21oi_1 | 157 | 0.041
dfrtp_1 | 206 | 0.27
o41ai_1 | 25 | 0.012
nor2_1 | 220 | 0.043
nand3_1 | 36 | 0.0095
mux2i_1 | 72 | 0.038
xnor2_1 | 163 | 0.075
xor2_1 | 83 | 0.038
a211oi_1 | 17 | 0.0067
o22ai_1 | 17 | 0.0056
o31ai_1 | 37 | 0.015
nor3_1 | 35 | 0.0092
or2_2 | 18 | 0.0059
o21ai_0 | 191 | 0.050
Power is estimated from default activity; no workload was simulated.
